**flow/config.mk**
```make
export PLATFORM = sky130hd
export DESIGN_NAME = systolic_matrix_mult
export DESIGN_NICKNAME = systolic_matrix_mult
export VERILOG_FILES = /design/flow/design.v
export SDC_FILE = /design/flow/constraint.sdc
export NUM_CORES = 4
export LEC_CHECK = 1
export CORE_UTILIZATION = 50
```
**flow/constraint.sdc**
```tcl
current_design systolic_matrix_mult

set clk_period 170.4
set clk_io_pct 0.2

create_clock -name clk0 -period $clk_period [get_ports {clk}]

set non_clock_inputs [all_inputs -no_clocks]
set_input_delay [expr $clk_period * $clk_io_pct] -clock clk0 $non_clock_inputs
set_output_delay [expr $clk_period * $clk_io_pct] -clock clk0 [all_outputs]
```
**flow/design.v**
```verilog
`timescale 1ns / 1ps
module PE #(
    parameter DATA_WIDTH = 16,
    parameter FRAC_WIDTH = 8
)(
    input wire clk,
    input wire rst_n,
    input wire enable,
    input wire clear,   
    input wire signed [DATA_WIDTH-1:0] a_in,
    input wire signed [DATA_WIDTH-1:0] b_in,
    output reg signed [DATA_WIDTH-1:0] a_out,
    output reg signed [DATA_WIDTH-1:0] b_out,
    output wire signed [DATA_WIDTH-1:0] c_out
);
    reg signed [2*DATA_WIDTH-1:0] accumulator;
    wire signed [2*DATA_WIDTH-1:0] product;
    assign product = a_in * b_in;
    assign c_out = accumulator[DATA_WIDTH+FRAC_WIDTH-1:FRAC_WIDTH];
    always @(posedge clk or negedge rst_n) begin
        if (!rst_n) begin
            a_out <= 0;
            b_out <= 0;
            accumulator <= 0;
        end else begin
            if (clear) begin
                accumulator <= 0;
                a_out <= 0;
                b_out <= 0;
            end else if (enable) begin
                a_out <= a_in;
                b_out <= b_in;
                accumulator <= accumulator + product;
            end
        end
    end
endmodule
module systolic_matrix_mult #(
    parameter DATA_WIDTH = 16,   
    parameter FRAC_WIDTH = 8,    
    parameter M = 4,             
    parameter N = 4,             
    parameter K = 4              
)(
    input wire clk,
    input wire rst_n,
    input wire start,
    input wire signed [DATA_WIDTH-1:0] a_data,
    input wire [$clog2(M)-1:0] a_row,
    input wire [$clog2(K)-1:0] a_col,
    input wire a_valid,
    input wire signed [DATA_WIDTH-1:0] b_data,
    input wire [$clog2(K)-1:0] b_row,
    input wire [$clog2(N)-1:0] b_col,
    input wire b_valid,
    output reg signed [DATA_WIDTH-1:0] c_data,
    output reg [$clog2(M)-1:0] c_row,
    output reg [$clog2(N)-1:0] c_col,
    output reg c_valid,
    output reg done
);
    reg signed [DATA_WIDTH-1:0] mat_a [0:M-1][0:K-1];
    reg signed [DATA_WIDTH-1:0] mat_b [0:K-1][0:N-1];
    wire signed [DATA_WIDTH-1:0] a_connections [0:M-1][0:N];   
    wire signed [DATA_WIDTH-1:0] b_connections [0:M][0:N-1];   
    wire signed [DATA_WIDTH-1:0] c_results [0:M-1][0:N-1];     
    reg compute_enable;
    reg clear_accumulators;
    reg [$clog2(M+N+K):0] cycle_count;
    genvar i, j;
    generate
        for (i = 0; i < M; i = i + 1) begin : row_gen
            for (j = 0; j < N; j = j + 1) begin : col_gen
                PE #(
                    .DATA_WIDTH(DATA_WIDTH),
                    .FRAC_WIDTH(FRAC_WIDTH)
                ) pe_inst (
                    .clk(clk),
                    .rst_n(rst_n),
                    .enable(compute_enable),
                    .clear(clear_accumulators),
                    .a_in(a_connections[i][j]),
                    .a_out(a_connections[i][j+1]),
                    .b_in(b_connections[i][j]),
                    .b_out(b_connections[i+1][j]),
                    .c_out(c_results[i][j])
                );
            end
        end
    endgenerate
    generate
        for (i = 0; i < M; i = i + 1) begin : a_edge_gen
            reg signed [DATA_WIDTH-1:0] a_delay_line [0:M-1];
            integer k;
            always @(posedge clk or negedge rst_n) begin
                if (!rst_n) begin
                    for (k = 0; k < M; k = k + 1) begin
                        a_delay_line[k] <= 0;
                    end
                end else if (compute_enable) begin
                    for (k = M-1; k > 0; k = k - 1) begin
                        a_delay_line[k] <= a_delay_line[k-1];
                    end
                    if (cycle_count >= i && cycle_count < K + i) begin
                        a_delay_line[0] <= mat_a[i][cycle_count - i];
                    end else begin
                        a_delay_line[0] <= 0;
                    end
                end
            end
            assign a_connections[i][0] = a_delay_line[0];
        end
        for (j = 0; j < N; j = j + 1) begin : b_edge_gen
            reg signed [DATA_WIDTH-1:0] b_delay_line [0:N-1];
            integer k;
            always @(posedge clk or negedge rst_n) begin
                if (!rst_n) begin
                    for (k = 0; k < N; k = k + 1) begin
                        b_delay_line[k] <= 0;
                    end
                end else if (compute_enable) begin
                    for (k = N-1; k > 0; k = k - 1) begin
                        b_delay_line[k] <= b_delay_line[k-1];
                    end
                    if (cycle_count >= j && cycle_count < K + j) begin
                        b_delay_line[0] <= mat_b[cycle_count - j][j];
                    end else begin
                        b_delay_line[0] <= 0;
                    end
                end
            end
            assign b_connections[0][j] = b_delay_line[0];
        end
    endgenerate
    localparam IDLE = 2'b00;
    localparam LOAD = 2'b01;
    localparam COMPUTE = 2'b10;
    localparam OUTPUT = 2'b11;
    reg [1:0] state, next_state;
    reg [$clog2(M*K):0] a_load_count;
    reg [$clog2(K*N):0] b_load_count;
    always @(posedge clk or negedge rst_n) begin
        if (!rst_n) begin
            state <= IDLE;
        end else begin
            state <= next_state;
        end
    end
    always @(*) begin
        next_state = state;
        case (state)
            IDLE: begin
                if (start) next_state = LOAD;
            end
            LOAD: begin
                if (a_load_count == M*K && b_load_count == K*N) 
                    next_state = COMPUTE;
            end
            COMPUTE: begin
                if (cycle_count == M + N + K - 1)
                    next_state = OUTPUT;
            end
            OUTPUT: begin
                if (c_row == M-1 && c_col == N-1 && c_valid)
                    next_state = IDLE;
            end
        endcase
    end
    always @(posedge clk or negedge rst_n) begin
        if (!rst_n) begin
            a_load_count <= 0;
            b_load_count <= 0;
        end else begin
            if (state == IDLE) begin
                a_load_count <= 0;
                b_load_count <= 0;
            end else if (state == LOAD) begin
                if (a_valid && a_load_count < M*K) begin
                    mat_a[a_row][a_col] <= a_data;
                    a_load_count <= a_load_count + 1;
                end
                if (b_valid && b_load_count < K*N) begin
                    mat_b[b_row][b_col] <= b_data;
                    b_load_count <= b_load_count + 1;
                end
            end
        end
    end
    always @(posedge clk or negedge rst_n) begin
        if (!rst_n) begin
            cycle_count <= 0;
            compute_enable <= 0;
            clear_accumulators <= 0;
        end else begin
            clear_accumulators <= 0;
            if (state == IDLE || state == LOAD) begin
                cycle_count <= 0;
                compute_enable <= 0;
                if (state == LOAD && a_load_count == M*K && b_load_count == K*N) begin
                    clear_accumulators <= 1;   
                end
            end else if (state == COMPUTE) begin
                compute_enable <= 1;
                if (cycle_count < M + N + K - 1) begin
                    cycle_count <= cycle_count + 1;
                end
            end else begin
                compute_enable <= 0;
            end
        end
    end
    reg [$clog2(M)-1:0] out_row;
    reg [$clog2(N)-1:0] out_col;
    always @(posedge clk or negedge rst_n) begin
        if (!rst_n) begin
            out_row <= 0;
            out_col <= 0;
            c_data <= 0;
            c_row <= 0;
            c_col <= 0;
            c_valid <= 0;
            done <= 0;
        end else begin
            c_valid <= 0;
            done <= 0;
            if (state == OUTPUT) begin
                c_data <= c_results[out_row][out_col];
                c_row <= out_row;
                c_col <= out_col;
                c_valid <= 1;
                if (out_col == N-1) begin
                    out_col <= 0;
                    if (out_row == M-1) begin
                        out_row <= 0;
                        done <= 1;
                    end else begin
                        out_row <= out_row + 1;
                    end
                end else begin
                    out_col <= out_col + 1;
                end
            end else if (state == IDLE) begin
                out_row <= 0;
                out_col <= 0;
            end
        end
    end
endmodule
```
**flow/run.sh**
```bash
#!/bin/bash
# OpenROAD 26Q1-2900-gdf79404cd8, Yosys 0.63+post, stock flow scripts
make -C /OpenROAD-flow-scripts/flow DESIGN_CONFIG=/design/flow/config.mk WORK_HOME=/design/flow/orfs finish
```
==> impl_metrics.env <==
# yosys + openroad results
export IMPL_warnings=48
export IMPL_critical_path_cell_chain="buf_8, buf_4, buf_4, buf_4, buf_12, buf_4"
export IMPL_io_buffers=66
export IMPL_whs_path_depth=1
export IMPL_post_drt_via_cell_ratio=5.36
export IMPL_tritoncts="built"
export IMPL_clk_latency_ns=0.97
export IMPL_critPathRequiredTime_ns=171.35
export IMPL_r2r_end="row_gen[1].col_gen[1].pe_inst.accumulator[23]"
export IMPL_hp_class="register to register"
export IMPL_layout_drive_gt1_share_pct=4.38
export IMPL_worst_hold_path_endpoint="b_edge_gen[3].b_delay_line[0][3]"
export IMPL_fin_util_pct=53.7
export IMPL_ys_warn_count=22
export IMPL_edf_count=512
export IMPL_mostFrequentLayoutCell="inv_1"
export IMPL_grt_usage_pct=33.4
export IMPL_critPathMaxFanout=117
export IMPL_cts_resized=0
export IMPL_crit_path_end_kind="asynchronous set/reset pin"
export IMPL_area_growth_pct=7.00
export IMPL_vias=138000
export IMPL_max_slew_margin_pct=25.1
export IMPL_path_clk_slew_ns=0.05
export IMPL_rows=230
export IMPL_layout_setup_ws_ns=133.62
export IMPL_flop_cell="dfrtp_1"
export IMPL_drv_slew=0
export IMPL_tightest_slew_ns=1.12
export IMPL_syn_area_um2=197000
export IMPL_grt_max_degree=118
export IMPL_dieWidth_um=630
export IMPL_grt_pass1_wl_um=919000
export IMPL_cts_root_buf="clkbuf_16"
export IMPL_drc_errors=0
export IMPL_core_area_um2=392000
export IMPL_chip_area_um2=396000
export IMPL_avgSynthCellArea_um2=9.54
export IMPL_power_clock_fraction_pct=49.3
export IMPL_power_switching_mw=0.196
export IMPL_drt_iter0_drc=7908
export IMPL_grt_pass1_vias=147000
export IMPL_wl_per_cell_um=22.9
export IMPL_top_area_share_pct=34.0
export IMPL_top_cells_by_area="fa_1, dfrtp_1, inv_1"
export IMPL_clock_path_buffers=4
export IMPL_yosys_stat_area_um2=197000
export IMPL_synth_async_reset_ratio_pct=64.8
export IMPL_cpPeakStageDelay_ns=0.71
export IMPL_fp_dieH_um=630
export IMPL_hold_buffers=0
export IMPL_antenna_found_initial=30
export IMPL_rsz0062_at_grt="false"
export IMPL_min_period_over_period_pct=21.6
export IMPL_ys_types=100
export IMPL_power_leakage_nw=105
export IMPL_finalSetupViolCount=0
export IMPL_fp_util_pct=50.2
export IMPL_antenna_left=0
export IMPL_r2r_slack_ns=163.47
export IMPL_pin_count=67
export IMPL_cts_sinks=1455
export IMPL_maxCapViolations=0
export IMPL_p_seq_share_pct=46.8
export IMPL_period_minus_slack_ns=36.78
export IMPL_cp_start_kind="input pin"
export IMPL_cp_arrival_ns=37.73
export IMPL_critPathKind="input pin to asynchronous set/reset pin"
export IMPL_layout_top_cells="inv_1, fa_1, and2_1"
export IMPL_critPathSlowestCell="buf_4"
export IMPL_timing_critical_path_mode_cell="buf_4"
export IMPL_status="finished, final reports clean"
export IMPL_dp_slack_ns=132.47
export IMPL_min_delay_start="b_edge_gen[3].b_delay_line[0][3]"
export IMPL_cts_htree_levels=4
export IMPL_placed_cells=25500
export IMPL_first_pass_iters=9
export IMPL_reg2reg_from="row_gen[1].col_gen[0].pe_inst.a_out[7]"
export IMPL_sw_frac_of_total_pct=24.6
export IMPL_hold_viol_final=0
export IMPL_largest_area_cell="fa_1"
export IMPL_fillCellCount=35000
export IMPL_p_per_area_nw_per_um2=3.77
export IMPL_combPwrFrac_pct=3.8
export IMPL_setup_tns_ns=0
export IMPL_final_cells=25800
export IMPL_yosysSeqAreaShare_pct=19.8
export IMPL_netlist_instances=20600
export IMPL_ff2ff_path_depth=21
export IMPL_post_cts_setup_buffer_count=0
export IMPL_clock_skew_ns=0.117
export IMPL_internal_power_mw=0.599
export IMPL_fmax_ghz=0.0272
export IMPL_ys_ff=1455
export IMPL_place_gp_congestion=0.989
export IMPL_drt_total_wl_um=592000
export IMPL_ys_cells=20600
export IMPL_peakVddDrop_mv=0.0106
export IMPL_cts_buffers=179
export IMPL_dp_hpwl_um=452000
export IMPL_overflow=0
-- stage by stage --
| step | power (mW) | hold WS [ns] | cell area, um^2 |
|---|---|---|---|
| 2_1_floorplan | 0.391 | 0.393 | 197000 |
| 3_3_place_gp | 0.409 | 0.478 | 205000 |
| 3_5_place_dp | 0.409 | 0.480 | 205000 |
| 4_1_cts | 0.802 | 0.497 | 211000 |
| 5_1_grt | 0.820 | 0.505 | 211000 |
| 6_report | 0.795 | 0.494 | 211000 |
-- registers in the layout, indices dropped and copies added, names as in the netlist, 2 cells and up --
name                                 cells
state                                    4
c_row                                    2
out_row                                  2
a_load_count                             5
a_edge_gen.a_delay_line                 64
c_col                                    2
row_gen.col_gen.pe_inst.accumulator    384
b_load_count                             5
mat_a                                  256
cycle_count                              5
c_data                                  16
mat_b                                  256
row_gen.col_gen.pe_inst.b_out          192
b_edge_gen.b_delay_line                 64
out_col                                  2
row_gen.col_gen.pe_inst.a_out          192
-- cell usage after synthesis (24+ instances only) --
master and n:
nor2_1 1025, a211oi_1 74, fa_1 3344, xor2_1 147, a21o_1 101, edfxtp_1 512
nand4_1 104, o221ai_1 46, a22o_1 142, mux2i_1 568, o21ai_0 166, xnor2_1 539
a222oi_1 42, a31oi_1 29, o2bb2ai_1 66, a221oi_1 115, o21ai_1 114, ha_1 1321
nor3_1 86, clkbuf_1 860, o21bai_1 33, and2_1 2210, nor2b_1 24, dfrtp_1 942
inv_1 5047, nand2_1 1643, nand3_1 138, a21oi_1 285, a22oi_1 403, o21a_1 45
buf_1 92, and3_1 29, nand2b_1 82
-- power by group through the flow --
stage	clock [mW]	combinational (mW)	sequential, mW
CTS	0.400	0.0307	0.372
global route	0.413	0.0346	0.372
finish	0.392	0.0304	0.372
-- per-layer routing --
| layer | share of wire (%) | GRT usage, % | vias up |
|---|---|---|---|
| met5 | 0.16 | 1.53 | - |
| met2 | 44 | 48.1 | 5475 |
| met1 | 38 | 46.2 | 69500 |
| met3 | 12 | 15.6 | 1215 |
| met4 | 5.5 | 12.9 | 32 |
| li1 | - | - | 62200 |
-- layout make-up --
| type | count | area, um^2 | share of cell area, % |
|---|---|---|---|
| inverter | 5050 | 19000 | 9.00 |
| clock inverter | 98 | 1100 | 0.523 |
| antenna | 26 | 65.1 | 0.0309 |
| tap | 5220 | 6530 | 3.10 |
| clock buffer | 228 | 4840 | 2.30 |
| sequential | 1455 | 39000 | 18.5 |
| multi-input combinational | 13200 | 135000 | 64.3 |
| timing repair buffer | 601 | 4710 | 2.23 |
-- cell families after synthesis --
group,share of synthesized area [%]
fa+ha+maj,42.4
compound gates,6.63
flops,19.8
mux,2.91
buf+inv,11.5
xor+xnor,3.06
simple gates,13.7
-- worst max path at each step --
stage / end / start / depth (start not counted) / slack, ns
4_1_cts: row_gen[0].col_gen[2].pe_inst.a_out[12] / rst_n / 6 / 133.45
5_1_grt: row_gen[0].col_gen[3].pe_inst.b_out[8] / rst_n / 6 / 133.00
6_report: row_gen[0].col_gen[3].pe_inst.b_out[8] / rst_n / 6 / 133.62
-- worst max-delay path, delay by kind of cell --
kind     cells  cell delay [ns]
buf+inv      6             3.38
Power and IR drop assume default switching activity.
